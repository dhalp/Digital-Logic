**flow/config.mk**
```make
export PLATFORM = sky130hd
export DESIGN_NAME = FinalProjetV1
export DESIGN_NICKNAME = FinalProjetV1
export VERILOG_FILES = /design/flow/design.v
export SDC_FILE = /design/flow/constraint.sdc
export NUM_CORES = 4
export LEC_CHECK = 1
export CORE_UTILIZATION = 30
```
**flow/constraint.sdc**
```tcl
current_design FinalProjetV1

set clk_period 2.9
set clk_io_pct 0.2

create_clock -name clk0 -period $clk_period [get_ports {clk}]

set non_clock_inputs [all_inputs -no_clocks]
set_input_delay [expr $clk_period * $clk_io_pct] -clock clk0 $non_clock_inputs
set_output_delay [expr $clk_period * $clk_io_pct] -clock clk0 [all_outputs]
```
**flow/design.v**
```verilog
module FinalProjetV1(clk, swch1, swch2, btn0, btn1, btn2, disp1);
input clk;
input btn0, btn1, btn2;
output reg [0:27] disp1;
input swch1, swch2;
reg [5:0] cntr;
initial begin
cntr <= 5'd0;
end
	reg [9:0] usecond_cntr;
	reg [9:0] msecond_cntr;
parameter CLOCK_MHZ =50;
reg [7:0] tick_cntr;
reg tick_cntr_max;
always @(posedge clk) begin
	if (swch1) begin
		tick_cntr <= 0;
		tick_cntr_max <= 0;
	end
	else begin
		if (tick_cntr_max)tick_cntr <= 1'b0;
		else tick_cntr <= tick_cntr +1'b1;
		tick_cntr_max <= (tick_cntr == (CLOCK_MHZ - 2'd2));
	end
end
reg usecond_cntr_max;
always @(posedge clk) begin
	if (swch1) begin
		usecond_cntr <= 0;
		usecond_cntr_max <= 0;
	end
	else if (tick_cntr_max) begin
		if (usecond_cntr_max) usecond_cntr <= 1'b0;
		else usecond_cntr <= usecond_cntr + 1'b1;
		usecond_cntr_max <= (usecond_cntr == 10'd998);
	end
end
reg msecond_cntr_max;
always @(posedge clk) begin
	if (swch1) begin
		msecond_cntr <= 0;
		msecond_cntr_max <= 0;
	end
	else if (usecond_cntr_max & tick_cntr_max) begin
		if (msecond_cntr_max) msecond_cntr <= 1'b0;
		else msecond_cntr <= msecond_cntr + 1'b1;
		msecond_cntr_max <= (msecond_cntr == 10'd498);
	end
end
always@ (posedge clk) begin
	if (!btn0 & msecond_cntr_max & usecond_cntr_max & tick_cntr_max) begin
		cntr <= cntr + 1'b1;
		if (cntr == 5'd19)begin
			cntr <= 5'd0;
		end
	end	
	else if (!btn1 & msecond_cntr_max & usecond_cntr_max & tick_cntr_max) begin
		cntr <= cntr + 1'b1;
		if (cntr == 5'd7)begin
			cntr <= 5'd0;
		end
	end	
	else if (!btn2 & msecond_cntr_max & usecond_cntr_max & tick_cntr_max) begin
		cntr <= cntr + 1'b1;
		if (cntr == 5'd11)begin
			cntr <= 5'd0;
		end
	end	
	else if ((btn0 & btn1 & btn2) | swch1) begin
		cntr <=  5'd0;
	end
end
always@ (posedge clk) begin
	if (!btn0) begin
		case(cntr)
			0: disp1=28'b1111111111111111111111110111;
			1: disp1=28'b1111111111111111101111111111;
			2: disp1=28'b1111111111011111111111111111;
			3: disp1=28'b1110111111111111111111111111;
			4: disp1=28'b1101111111111111111111111111;
			5: disp1=28'b0111111111111111111111111111;
			6: disp1=28'b1111111011111111111111111111;
			7: disp1=28'b1111111111111101111111111111;
			8: disp1=28'b1111111111111111111110111111;
			9: disp1=28'b1111111111111111111111111101;
			10: disp1=28'b1111111111111111111111111110;
			11: disp1=28'b1111111111111111111101111111;
			12: disp1=28'b1111111111111011111111111111;
			13: disp1=28'b1111110111111111111111111111;
			14: disp1=28'b1011111111111111111111111111;
			15: disp1=28'b0111111111111111111111111111;
			16: disp1=28'b1111111011111111111111111111;
			17: disp1=28'b1111111111111101111111111111;
			18: disp1=28'b1111111111111111111110111111;
			19: disp1=28'b1111111111111111111111111011;
			default: disp1=28'b0110110011011001101100110110;
		endcase
	end
	else if (!btn1) begin
		case(cntr)
			0: disp1=28'b1111110111111011111101111110;
			1: disp1=28'b1111101111110111111011111101;
			2: disp1=28'b0111111011111101111110111111;
			3: disp1=28'b1101111110111111011111101111;
			4: disp1=28'b1110111111011111101111110111;
			5: disp1=28'b1111011111101111110111111011;
			6: disp1=28'b0111111011111101111110111111;
			7: disp1=28'b1011111101111110111111011111;
			default: disp1=28'b0110110011011001101100110110;
		endcase
	end
	else if (!btn2) begin
		case(cntr)
			0: disp1=28'b1111111111011111111111110111;
			1: disp1=28'b1110111111111111101111111111;
			2: disp1=28'b1101111111111111011111111111;
			3: disp1=28'b0111111111111101111111111111;
			4: disp1=28'b1111111011111111111110111111;
			5: disp1=28'b1111111111110111111111111101;
			6: disp1=28'b1111111111111011111111111110;
			7: disp1=28'b1111110111111111111101111111;
			8: disp1=28'b1011111111111110111111111111;
			9: disp1=28'b0111111111111101111111111111;
			10: disp1=28'b1111111011111111111110111111;
			11: disp1=28'b1111111111101111111111111011;
			default: disp1=28'b0110110011011001101100110110;
		endcase
	end		
	else if(swch2) begin
		disp1=28'b0001100010001101011110101011;
	end
	else if (!swch2)begin
		disp1=28'b0001001000100010001110001100;
	end
end
endmodule        
```
**flow/run.sh**
```bash
#!/bin/bash
# OpenROAD 26Q1-2900-gdf79404cd8, Yosys 0.63+post, stock flow scripts
make -C /OpenROAD-flow-scripts/flow DESIGN_CONFIG=/design/flow/config.mk WORK_HOME=/design/flow/orfs finish
```
==> reports/results.ini <==
[final_timing]
fmax_mhz=473
hold_slack_ns=0.482
period_needed_ns=2.11
tightest_slew_ns=0.755
setup_viol=0
finalClockPeriodUsage_pct=72.9
totalNegativeSetupSlack_ns=0
max-slew-margin-rel_pct=49.7
drv_slew=0
rsz0062_at_grt=false
skew_ns=0.0125
finalHoldViolations=0

[logic_synthesis]
syn_area_um2=3010
yosysChipArea_um2=3010
syn_avg_cell_area_um2=8.71
yosys.area.top_type=dfxtp_1
topCellsByArea=dfxtp_1, edfxtp_1, xor2_1
edf_count=6
synthArstFlopShare_pct=0
topCombFamilyByArea=simple AND/OR/NAND/NOR gates
syn_inst=345
ys_sh_adder_pct=4.58
netlist_top_cells_count=dfxtp_1, nor2_1, nand2_1, nand3_1
yosysWarnings=1
yosys_cells=345
synth_cell_types=49
ys_sh_mux_pct=0.333
yosys.stat.seqShare_pct=43.9
aoi_share_pct=13.4
yosysTopAreaCellShare_pct=38.0
xor_share_pct=6.70
ys_ff=63
synthFlopType=dfxtp_1
simple_gate_share_pct=26.0
most_common_cell=dfxtp_1

[power_and_ir_drop]
power_switching_mw=0.432
combPwrFrac_pct=8.5
max-vdd-ir-drop_uv=317
swShare_pct=21.2
p_total_mw=2.03
seq_power_share_pct=46.2
leakagePower_nw=1.34
power_density_nw_per_um2=559
p_int_mw=1.60
clkPwrFrac_pct=45.3

[cts]
cts_tree=yes
htreeDepth=3
cts_buffer_depth=2
clockRootBuffer=clkbuf_8
cts_sinks=63
clock.latency.late_pin_ns=0.34
post_cts.repair.setup_buffers=0
cts-hold-fix-buffers=0
cts_resized=0
cts_made_buffers=9
path_clk_slew_ns=0.07

[run]
maxCapViolations=0
warnings=32

[setup_path]
crit_path_end_kind=flop
crit_path_start_kind=primary input
cp.arrival_ns=2.20
reg2reg_slack_ns=0.85
required_ns=2.98
path_max_fanout=12
critical_path_class=in2reg
reg2reg_depth=4
r2r_end=cntr[4]
r2r_start=cntr[3]

[global_route]
grt_use_total_pct=13.6
grt_pass1_wl_um=11100
grt_pass1_vias=2386
grt-ovfl-total=0
antenna_found_initial=0
grt_max_degree=26

[detailed_routing]
routed_wl_um=6480
vias=2498
drtIter0Drc=89
final_antenna_net_count=0
drtPass1Iterations=4
via_per_inst=4.92
wl_per_cell_um=12.7
num_antenna_cells=0
drc=0

[floorplan]
fp_util_pct=30.9
ios=34
core_um2=9730
die_h_um=102
die_w_um=102
dieArea_um2=10400
row_count=36

[place]
io_buffers=33
dpl-instance-area_um2=3400
place_congestion=0.933
dp_hpwl_um=4480

[run_status]
status=finished, final reports clean

[layout]
fin_area_um2=3640
drive_gt1_share_pct=4.80
seq_area_um2=1320
fillers=981
post-route-util_pct=37.4
comb_area_um2=1530
area_growth_pct=21.1

[worst_hold_path]
hold_depth=1
min_from=tick_cntr[6]
hold_end=tick_cntr_max
min_path_type=reg2reg

## how the worst max path moves through the flow
stage / startpoint / endpoint / slack (ns)
4_1_cts: btn1 / cntr[4] / 0.86
5_1_grt: cntr[3] / cntr[3] / 0.70
6_report: btn1 / cntr[4] / 0.79
## cell type report
| class | count | share of cell area [%] |
|---|---|---|
| repair buffers | 34 | 9.28 |
| flip-flops and latches | 63 | 36.3 |
| inverters | 12 | 1.24 |
| clock inverters | 3 | 2.47 |
| well taps | 133 | 4.57 |
| multi-input cells | 250 | 42.1 |
| clock buffers | 13 | 4.09 |
## logic make-up (layout without fill, tap and decap cells)
family / Yosys count / in the layout
AND-OR/OR-AND: 62 / 62
XOR/XNOR: 23 / 23
adder cells (fa/ha/maj): 11 / 11
buffers and inverters: 32 / 62
flip-flops: 63 / 63
multiplexers: 1 / 1
AND/OR/NAND/NOR: 153 / 153
## sequential cells by signal, indices dropped and copies added (netlist names)
| name | count |
|---|---|
| tick_cntr | 8 |
| usecond_cntr_max | 1 |
| usecond_cntr | 10 |
| msecond_cntr | 10 |
| disp1 | 26 |
| cntr | 6 |
| msecond_cntr_max | 1 |
| tick_cntr_max | 1 |
## placed cells by master (no fill, tap or decap), types with 10 or more instances in the layout
cell type,n
dfxtp_1,57
a21oi_1,14
clkdlybuf4s50_1,33
ha_1,11
nor3_1,17
clkbuf_8,10
o21ai_0,16
inv_1,12
nand2_1,30
xor2_1,17
nand3_1,19
nor2_1,36
## critical path, cell delays in order
cell,delay (ns)
clkdlybuf4s50_1,0.64
nor2b_1,0.41
nand2_1,0.18
o22ai_1,0.28
nor3_1,0.10
## power by group through the flow
stage	Clock (mW)	Sequential, mW	Combinational, mW
final	0.921	0.940	0.173
after global routing	0.976	0.945	0.197
after CTS	0.946	0.941	0.174
## metal layers
layer,global-route usage (%),wire length [µm],vias to the layer above,part of all wire [%]
li1,-,-,1260,-
met1,18.2,2960,1152,46
met2,23.1,3000,74,46
met3,3.13,385,12,5.9
met4,2.31,121,0,1.9
met5,0,0,-,0
## per-stage QoR
step                std cells  setup slack (ns)
floorplan                 345              1.24
global placement          492             0.530
detailed placement        492             0.496
CTS                       508             0.864
global route              508             0.696
finish                    508             0.786
Power figures rest on the tool's default switching activity, not on a simulated workload.
